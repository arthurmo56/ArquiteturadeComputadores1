## flow/design.v

```verilog
module contador_crescente_5bits (output [4:0] count, input clk, input clear);
  reg [4:0] count;
  always @(posedge clk or posedge clear) begin
    if (clear)
      count <= 5'b00000;  
    else
      count <= count + 1;
  end
endmodule
```

## flow/run.sh

```bash
#!/bin/bash
# OpenROAD 26Q1-2900-gdf79404cd8, Yosys 0.63+post, stock flow scripts
make -C /OpenROAD-flow-scripts/flow DESIGN_CONFIG=/design/flow/config.mk WORK_HOME=/design/flow/orfs finish
```

## flow/config.mk

```make
export PLATFORM = sky130hd
export DESIGN_NAME = contador_crescente_5bits
export DESIGN_NICKNAME = contador_crescente_5bits
export VERILOG_FILES = /design/flow/design.v
export SDC_FILE = /design/flow/constraint.sdc
export NUM_CORES = 4
export LEC_CHECK = 1
export CORE_AREA = 10 10 70 70
export DIE_AREA = 0 0 80 80
```

## flow/constraint.sdc

```tcl
current_design contador_crescente_5bits

set clk_period 1.6
set clk_io_pct 0.2

create_clock -name clk0 -period $clk_period [get_ports {clk}]

set non_clock_inputs [all_inputs -no_clocks]
set_input_delay [expr $clk_period * $clk_io_pct] -clock clk0 $non_clock_inputs
set_output_delay [expr $clk_period * $clk_io_pct] -clock clk0 [all_outputs]
```

==> flow.log <==
[flow] final metrics
[metrics] number of buffer and inverter instances along the worst setup path: 1
[metrics] wire length of the first global-routing pass: 648 um
[metrics] XOR-XNOR Cells, Area Fraction: 14.5%
[metrics] flip-flop and latch area: 125 um2
[metrics] share of layout cells above drive strength 1: 13.0%
[metrics] critical path launch point type: register
[metrics] final count of negative-setup-slack endpoints: 0
[metrics] biggest regs: count x5
[metrics] standard-cell row count: 21
[metrics] Floorplan Core Area: 3420 um2
[metrics] cell area after technology mapping: 181 um2
[metrics] antenna violations before repair: 0
[metrics] Main logic family: XOR/XNOR gates
[metrics] Tmin final: 1.47 ns
[metrics] critical path data required time: 1.28 ns
[metrics] Top cell excl fill/tap: sky130_fd_sc_hd__clkdlybuf4s50_1
[metrics] vertical die size: 80 um
[metrics] Setup TNS Final: 0 ns
[metrics] unrepaired setup endpoints after global routing: false
[metrics] library cells used by synthesis: 6
[metrics] total detailed-routing wirelength: 423 um
[metrics] status: completed
[metrics] reg2reg end: count[4]
[metrics] Largest Register: count
[metrics] Setup Buffers After CTS: 0
[metrics] Static Leak: 0.134 nW
[metrics] Worst Hold Slack: 0.276 ns
[metrics] clock sinks: 5
[metrics] largest net degree at the start of global routing: 6
[metrics] max-cap violations: 0
[metrics] part of the Yosys area used for sequential elements: 69.0%
[metrics] final antenna diode count: 0
[metrics] layout overhead on the synthesized area: 79.3%
[metrics] Max Transition Viols Final: 0
[metrics] Mapped Avg Cell Area: 14.0 um2
[metrics] standard cell with the maximum stage delay on the critical path: sky130_fd_sc_hd__clkdlybuf4s50_1
[metrics] Reg2Reg Setup Slack: 0.64 ns
[metrics] warning total across the stage logs: 25
[metrics] yosys synthesis chip area: 181 um2
[metrics] cts-stage hold buffer count: 0
[metrics] Total Die Area: 6400 um2
[metrics] width of the die: 80 um
[metrics] Post-Place Cell Area: 299 um2
[metrics] Fill cells: 404
[metrics] via count of the first global-routing pass: 130
[metrics] area used by multi-input combinational logic: 48.8 um2
[metrics] average via count per standard cell: 1.81
[metrics] Final Wtd Congestion: 0.698
[metrics] starting density of the core: 5.31%
[metrics] maximum cell stage delay along the critical path: 0.52 ns
[metrics] global route overflow: 0
[metrics] count of endpoints failing hold in the final timing report: 0
[metrics] fraction of the cycle the final worst path needs: 92.1%
[metrics] series of cell instances along the critical path: clkdlybuf4s50_1
[metrics] cell at the root of the clock tree: sky130_fd_sc_hd__clkbuf_4
[metrics] highest clock rate: 0.679 GHz
[metrics] total power divided by cell area: 854 nW/um2
[metrics] Max VDD drop: 0.170 mV
[metrics] all-layer global routing usage: 1.53%
[metrics] worst-case clock buffer depth: 2
[metrics] cell count after synthesis: 13
[metrics] Finished Cell Area: 325 um2
[metrics] family of cells with the greatest summed delay on the critical path: buffers and inverters
[metrics] post-synthesis share of cell area spent on full adders, half adders and majority gates: 6.90%
[metrics] Detail Route Antenna Nets: 0
[metrics] worst hold path class: in -> async
[metrics] number of flip-flops under the largest register name: 5
[metrics] Crit Path Category: reg -> out
[metrics] routed wire length per instance: 6.13 um
[metrics] most common logic cells in the final layout: sky130_fd_sc_hd__clkdlybuf4s50_1, sky130_fd_sc_hd__dfrtp_1, sky130_fd_sc_hd__clkbuf_4
[metrics] headroom to the max-slew limit: 88.2%
[metrics] type of destination of the critical path: output pin
[metrics] Resized cells post-CTS: 0
[metrics] H-tree levels: 1
[metrics] transition time at the pin with the least slew margin: 0.177 ns
[metrics] Synth Register Bits: 5
[metrics] count of warnings emitted by yosys: 1
[metrics] count of input and output buffers: 6
[metrics] critical register-to-register path startpoint: count[0]
[metrics] final setup skew: 0.00370 ns
[metrics] First DRT Iteration DRCs: 1
[metrics] portion of netlist area occupied by mux cells: 0%
[metrics] clock transition at the registers of the reported paths: 0.04 ns
[metrics] total cells reported by yosys after synthesis: 13
[metrics] DR DRC count: 0
[metrics] utilization after layout: 9.52%
[metrics] Post-Synth Simple-Gate Area: 5.52%
[metrics] clock insertion delay at the later pin of the skew report: 0.24 ns
[metrics] post-synthesis share of cell area spent on and-or and or-and gates: 0%
[metrics] Overall Power: 0.278 mW
[metrics] total clock buffers created by CTS: 3
[metrics] logic depth of the worst register-to-register path: 3
[metrics] CTS tree: done
[metrics] worst-path fanout max: 4
[metrics] Top Ports: 7
[metrics] arrival time at the worst endpoint: 1.15 ns
[metrics] TritonRoute pass-1 iters: 2
[metrics] total vias in the final route: 125
per-layer routing:
metal | global-route usage [%] | wire length [um] | part of all wire (%)
met1 | 1.41 | 149 | 35
met2 | 0.883 | 84 | 20
met3 | 3.64 | 189 | 45
met4 | 0.352 | 0 | 0
met5 | 0 | 0 | 0
Yosys cell counts:
master	number	area [um2]
sky130_fd_sc_hd__inv_1	2	7.51
sky130_fd_sc_hd__nand3_1	2	10.0
sky130_fd_sc_hd__ha_1	1	12.5
sky130_fd_sc_hd__xnor2_1	2	17.5
sky130_fd_sc_hd__xor2_1	1	8.76
sky130_fd_sc_hd__dfrtp_1	5	125
how the worst max path moves through the flow:
| stage | startpoint | end | slack, ns | depth (start not counted) |
|---|---|---|---|---|
| after CTS | count[0] | count[0] | 0.12 | 1 |
| after global routing | count[0] | count[0] | 0.07 | 1 |
| final | count[0] | count[0] | 0.13 | 1 |
per-stage QoR:
stage	instances	setup WS [ns]
6_report	69	0.126
5_1_grt	69	0.0681
4_1_cts	69	0.116
3_5_place_dp	65	0.388
3_3_place_gp	65	0.397
2_1_floorplan	13	0.739
cell families after synthesis:
logic type                 count (synthesis)
xor gates and xnor gates                   3
adders and majority gates                  1
buffers and inverters                      2
DFF                                        5
and+or+nand+nor                            2
layout make-up:
type                    count  share of cell area (%)
inverters                   2                    2.31
repair buffers              6                    18.5
well taps                  46                    17.7
clock buffers               4                    8.08
flip-flops and latches      5                    38.5
multi-input cells           6                    15.0
power by group:
group | internal [mW] | switching [mW] | total [mW]
Sequential | 0.127 | 0 | 0.127
Combinational | 0.00229 | 0.00246 | 0.00476
Clock | 0.0943 | 0.0517 | 0.146
Power is estimated from default activity; no workload was simulated.
